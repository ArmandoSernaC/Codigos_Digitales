`design/flow/config.mk`:
```
export PLATFORM = sky130hd
export DESIGN_NAME = CC_SEVENSEG1
export DESIGN_NICKNAME = CC_SEVENSEG1
export VERILOG_FILES = /design/flow/design.v
export SDC_FILE = /design/flow/constraint.sdc
export NUM_CORES = 4
export LEC_CHECK = 1
export CORE_AREA = 10 10 81 81
export DIE_AREA = 0 0 91 91
```
`design/flow/constraint.sdc`:
```
current_design CC_SEVENSEG1

set clk_period 2.7
set clk_io_pct 0.2

create_clock -name clk0 -period $clk_period [get_ports {CC_SEVENSEG1_CLOCK_50}]

set non_clock_inputs [all_inputs -no_clocks]
set_input_delay [expr $clk_period * $clk_io_pct] -clock clk0 $non_clock_inputs
set_output_delay [expr $clk_period * $clk_io_pct] -clock clk0 [all_outputs]
```
`design/flow/design.v`:
```
module CC_SEVENSEG1(
 input CC_SEVENSEG1_CLOCK_50, CC_SEVENSEG1_RESET_InHigh,
 input [3:0] CC_SEVENSEG1_in0, CC_SEVENSEG1_in1, CC_SEVENSEG1_in2, CC_SEVENSEG1_in3,   
 output CC_SEVENSEG1_a, CC_SEVENSEG1_b, CC_SEVENSEG1_c, CC_SEVENSEG1_d, CC_SEVENSEG1_e, CC_SEVENSEG1_f, CC_SEVENSEG1_g, CC_SEVENSEG1_dp,  
 output [3:0] CC_SEVENSEG1_an    
 );
localparam N = 15;
reg [N-1:0]count;  
always @ (posedge CC_SEVENSEG1_CLOCK_50 or posedge CC_SEVENSEG1_RESET_InHigh)
 begin
  if (CC_SEVENSEG1_RESET_InHigh==1)
   count <= 0;
  else
   count <= count + 1;
 end
reg [6:0]sseg;  
reg [3:0]an_temp;  
always @ (*)
 begin
  case(count[N-1:N-2])  
   2'b00 :   
    begin
     sseg = CC_SEVENSEG1_in0;
     an_temp = 4'b0001;
    end
   2'b01:   
    begin
     sseg = CC_SEVENSEG1_in1;
     an_temp = 4'b0010;
    end
   2'b10:   
    begin
     sseg = CC_SEVENSEG1_in2;
     an_temp = 4'b0100;
    end
   2'b11:   
    begin
     sseg = CC_SEVENSEG1_in3;
     an_temp = 4'b1000;
    end
  endcase
 end
assign CC_SEVENSEG1_an = an_temp;
reg [6:0] sseg_temp;  
always @ (*)
 begin
  case(sseg)
   4'd0 : sseg_temp = 7'b1000000;  
	4'd1 : sseg_temp = 7'b1111001;  
   4'd2 : sseg_temp = 7'b0100100;  
   4'd3 : sseg_temp = 7'b0110000;  
   4'd4 : sseg_temp = 7'b0011001;  
   4'd5 : sseg_temp = 7'b0010010;  
   4'd6 : sseg_temp = 7'b0000010;  
   4'd7 : sseg_temp = 7'b1111000;  
   4'd8 : sseg_temp = 7'b0000000;  
   4'd9 : sseg_temp = 7'b0010000;  
   default : sseg_temp = 7'b0111111;  
  endcase
 end
assign {CC_SEVENSEG1_g, CC_SEVENSEG1_f, CC_SEVENSEG1_e, CC_SEVENSEG1_d, CC_SEVENSEG1_c, CC_SEVENSEG1_b, CC_SEVENSEG1_a} = sseg_temp;  
assign CC_SEVENSEG1_dp = 1'b0;  
endmodule
```
`design/flow/run.sh`:
```
#!/bin/bash
# OpenROAD 26Q1-2900-gdf79404cd8, Yosys 0.63+post, stock flow scripts
make -C /OpenROAD-flow-scripts/flow DESIGN_CONFIG=/design/flow/config.mk WORK_HOME=/design/flow/orfs finish
```
==> run_results.csv <==
group,metric,value,unit
global_routing,antenna_found_initial,0,
final_timing,layout_min_cycle_time,2630,ps
setup_path,cp_top_family,"buffers and inverters",
floorplan,die_h,91,um
logic_synthesis,ys_cells,89,
routing,wire_per_inst,10.7,um
final_timing,slew_headroom,63.0,%
logic_synthesis,synth.avg_cell_area,10.3,um^2
cts,cts_htree_levels,1,
cts,insertion_delay,240,ps
setup_path,cp_cell_sequence,"clkdlybuf4s50_1 -> mux4_2 -> or2_1 -> nand2_1 -> o21ai_1 -> dlygate4sd2_1",
pwr,ir_drop,0.000323,V
final_timing,setup_violations,0,
cts,clk_transition_reported_paths,60,ps
pwr,pwr_density_cell,333,nW/um^2
setup_path,crit_type,"input pin to output pin",
floorplan,core_area,4820,um^2
cts,clockRootBuffer,"clkbuf_8",
setup_path,cp_slowest_cell,"mux4_2",
final_timing,period_used_share,97.6,%
cells_and_area,utilization,30.4,%
logic_synthesis,topCellsByArea,"dfrtp_1 (41%), mux4_2 (9.8%), xnor2_1 (7.7%)",
logic_synthesis,numSynthFlops,15,
cells_and_area,finish.instance_area,1470,um^2
cells_and_area,reg_top3,"count (15)",
final_timing,fin_tns_setup,0,ps
cells_and_area,largest_reg_flops,15,
routing,vias,749,
floorplan,fp_util,19.0,%
global_routing,grt_start_max_net_pins,16,
cells_and_area,syn_to_final_growth,60.0,%
final_timing,hold_viol,0,
setup_path,critPathRequiredTime,2160,ps
final_timing,tightest_slew,555,ps
setup_path,cp_max_fo,3,
floorplan,chip_area,8280,um^2
setup_path,crit_buf_inv,2,
cts,cts_max_path_buffers,2,
logic_synthesis,async_reset_ff_share,100,%
routing,routed_wl,2.14,mm
status,status,"finished clean",
setup_path,cpPeakStageDelay,520,ps
cts,cts.sinks,15,
routing,drc,0,
pwr,p_leak,0.671,nW
placement,place.port_buffers,28,
setup_path,crit_arrival,2090,ps
placement,globalplace.congestion,0.886,
run,maxCapViolCount,0,
routing,vias_per_cell,3.73,
global_routing,grt_pass1_vias,789,
min_path,hp-class,"flop to flop",
floorplan,io_pins,30,
logic_synthesis,top_area_cell,"dfrtp_1",
run,openroad.warnings,27,
placement,dpl.hpwl,1.62,mm
logic_synthesis,ys_seq_share,41.0,%
logic_synthesis,flop_cell,"dfrtp_1",
cts,cts_tree,"yes",
setup_path,start_kind,"input pin",
final_timing,fmax,380,MHz
cells_and_area,drive_gt1_share,29.9,%
global_routing,grt_usage,5.11,%
routing,first_iter_violations,12,
final_timing,grt_setup_unrepaired,"false",
routing,dr.pass1.iters,4,
final_timing,fin_skew,1.15,ps
logic_synthesis,synth_area,916,um^2
floorplan,rows,25,
logic_synthesis,syn_inst,89,
global_routing,grt_overflow_total,0,
logic_synthesis,yosys-stat-area,916,um^2
logic_synthesis,ys_types,30,
cts,numCtsBuffers,3,
pwr,total_power,0.488,mW
final_timing,report.final.slew_viol_count,0,
routing,drtAntennaViolNets,0,
cts,ctsHoldBuffers,0,
cells_and_area,regMostFlops,"count",
setup_path,worstSetupEndpointType,"output pin",
routing,diodes,0,
logic_synthesis,top_cell_area_share,41.0,%
placement,dpl_cell_area,1310,um^2
logic_synthesis,yosysWarnings,1,
logic_synthesis,edf_count,0,
floorplan,die_x,91,um
global_routing,grt_pass1_wl,3.64,mm
## path summary, 6_finish.rpt
check | startpoint | end | slack [ps] | cells after the start
setup reg to reg | count[0] | count[10] | 1250 | 5
setup / recovery | CC_SEVENSEG1_in1[2] | CC_SEVENSEG1_c | 70 | 6
hold / removal | count[11] | count[11] | 470 | 1
max in group asynchronous | CC_SEVENSEG1_RESET_InHigh | count[13] | 1660 | 2
min in group asynchronous | CC_SEVENSEG1_RESET_InHigh | count[2] | 640 | 2
hold reg to reg | count[11] | count[11] | 470 | 1
## per-layer routing
metal | track usage [%] | up-vias | share of wire (%)
met3 | 1.33 | 0 | 5.3
met5 | 0 | - | 0
li1 | - | 386 | -
met1 | 7.06 | 344 | 46
met4 | 0.261 | 0 | 0
met2 | 8.29 | 19 | 48
## power by group
group          leakage, nW  switching [mW]  internal, mW
logic                0.450          0.0323        0.0544
registers            0.198               0         0.225
clock network       0.0228          0.0722         0.104
total                0.671           0.105         0.384
## cell families (layout without fill, tap and decap cells)
group,Yosys count,after routing,share of synthesized area (%)
AOI/OAI and AO/OA,6,6,4.10
xor gates and xnor gates,13,13,12.4
adders and majority gates,4,4,5.46
buffers and inverters,11,56,5.87
DFF,15,15,41.0
muxes,5,5,11.5
other,1,1,0.409
and+or+nand+nor,34,34,19.3
## synthesized netlist by cell type, types with 2 or more instances
library cell / instances
nand3_1: 7
nor3_1: 3
a21oi_1: 2
nand2_1: 9
xor2_1: 5
xnor2_1: 8
inv_1: 7
mux4_2: 4
dfrtp_1: 15
ha_1: 4
nor2_1: 5
nand4_1: 2
## what timing repair did
item                       4_1_cts  5_1_grt
setup endpoints to repair        7        3
buffers inserted                 8        3
pin swaps                        9        2
resized                         39        5
## area by class of cell
| type | instances | area (um^2) |
|---|---|---|
| Fill cell | 510 | 3350 |
| Multi-Input combinational cell | 63 | 543 |
| Timing Repair Buffer | 44 | 387 |
| Sequential cell | 15 | 377 |
| Tap cell | 67 | 83.8 |
| Clock buffer | 4 | 45.0 |
| Inverter | 8 | 30.0 |
## placed cells by master, fill, tap and decap left out, types with 2 or more instances in the layout
cell type,netlist,routed
nand3_1,7,7
buf_2,1,4
nand2_1,9,9
inv_2,0,2
clkdlybuf4s50_1,0,11
xnor2_1,8,8
buf_4,1,11
nor2_1,5,5
buf_6,1,5
nor3_1,3,2
nand4_1,2,2
dlygate4sd2_1,0,12
inv_1,7,5
ha_4,0,3
dfrtp_1,15,14
clkbuf_8,0,3
xor2_1,5,5
mux4_2,4,4
## per-stage QoR
| step | setup slack (ps) | instances | hold WS [ps] |
|---|---|---|---|
| global placement | -349 | 188 | 459 |
| global route | 4.44 | 201 | 499 |
| finish | 65.0 | 201 | 473 |
| CTS | 6.63 | 200 | 474 |
| floorplan | 583 | 89 | 441 |
| detailed placement | -367 | 188 | 462 |
No activity file was given, so power comes from the tool's default toggle rates.
