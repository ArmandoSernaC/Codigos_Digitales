File: /design/flow/design.v
module SC_STATEMACHINEBACKG (
	SC_STATEMACHINEBACKG_clear_OutLow,
	SC_STATEMACHINEBACKG_load_OutLow,
	SC_STATEMACHINEBACKG_MAPSELECTION,
	SC_STATEMACHINEBACKG_WAIT_InHigh,
	SC_STATEMACHINEBACKG_CLOCK_50,
	SC_STATEMACHINEBACKG_RESET_InHigh,
	SC_STATEMACHINEBACKG_startButton_InLow,
	SC_STATEMACHINEBACKG_LEVEL,
	SC_STATEMACHINEBACKG_LOSS_InHigh,
	SC_STATEMACHINEBACKG_Houses_1_InHigh,
    SC_STATEMACHINEBACKG_Houses_0_InHigh 
);	
localparam STATE_RESET_0									= 0;
localparam STATE_START_0									= 1;
localparam STATE_CHECK_0									= 2;
localparam STATE_INIT_0										= 3;
localparam STATE_CHECK_1									= 4;
localparam STATE_MAPSELECT  						        = 5;
localparam STATE_LOSS      						            = 6;
localparam STATE_SCREEMSELECT  			         	        = 7;
localparam STATE_PLAY 				                        = 8;
localparam STATE_PASS 				                        = 9;
localparam STATE_WIN   						                = 10;
localparam STATE_STAY                                       = 11;
output reg		SC_STATEMACHINEBACKG_clear_OutLow;
output reg		SC_STATEMACHINEBACKG_load_OutLow;
output reg		SC_STATEMACHINEBACKG_WAIT_InHigh;
output reg      [3:0]SC_STATEMACHINEBACKG_MAPSELECTION;
input			 SC_STATEMACHINEBACKG_CLOCK_50;
input 			 SC_STATEMACHINEBACKG_RESET_InHigh;
input			 SC_STATEMACHINEBACKG_startButton_InLow;
input            [1:0] SC_STATEMACHINEBACKG_LEVEL;
input            [7:0] SC_STATEMACHINEBACKG_LOSS_InHigh;
input            SC_STATEMACHINEBACKG_Houses_1_InHigh;
input            SC_STATEMACHINEBACKG_Houses_0_InHigh;
reg [3:0] STATE_Register;
reg [3:0] STATE_Signal;
always @(*)
begin
	case (STATE_Register)
		STATE_RESET_0:      STATE_Signal = STATE_START_0;
		STATE_START_0:      STATE_Signal = STATE_CHECK_0;
		STATE_CHECK_0:      if (SC_STATEMACHINEBACKG_startButton_InLow == 1'b0) STATE_Signal = STATE_INIT_0;
							else if (SC_STATEMACHINEBACKG_LOSS_InHigh != 8'b00000000)STATE_Signal = STATE_LOSS;
							else if (SC_STATEMACHINEBACKG_Houses_1_InHigh == 1'b1 )STATE_Signal = STATE_PASS;
							else if (SC_STATEMACHINEBACKG_Houses_0_InHigh == 1'b1 )STATE_Signal = STATE_SCREEMSELECT;
							else if (SC_STATEMACHINEBACKG_Houses_1_InHigh == 1'b0 )STATE_Signal = STATE_STAY;
							else if (SC_STATEMACHINEBACKG_Houses_0_InHigh == 1'b0 )STATE_Signal = STATE_STAY;					   
							else STATE_Signal = STATE_CHECK_0;
		STATE_INIT_0:       STATE_Signal = STATE_CHECK_1;
		STATE_SCREEMSELECT: STATE_Signal =  STATE_MAPSELECT;
		STATE_MAPSELECT:    if(SC_STATEMACHINEBACKG_LEVEL== 2'b11)STATE_Signal = STATE_WIN;
		                    else STATE_Signal = STATE_PLAY;
		STATE_PLAY:         STATE_Signal = STATE_CHECK_0;
		STATE_PASS:         STATE_Signal = STATE_CHECK_0;
		STATE_STAY:         STATE_Signal = STATE_CHECK_0;
		STATE_LOSS:         STATE_Signal = STATE_INIT_0;
		STATE_WIN:          STATE_Signal = STATE_START_0;
		STATE_CHECK_1:      if (SC_STATEMACHINEBACKG_startButton_InLow == 1'b0) STATE_Signal = STATE_CHECK_1;
					        else STATE_Signal = STATE_SCREEMSELECT;
		default : 		STATE_Signal = STATE_CHECK_0;
	endcase
end
always @ ( posedge SC_STATEMACHINEBACKG_CLOCK_50 , posedge SC_STATEMACHINEBACKG_RESET_InHigh)
begin
	if (SC_STATEMACHINEBACKG_RESET_InHigh == 1'b1)
		STATE_Register <= STATE_RESET_0;
	else
		STATE_Register <= STATE_Signal;
end
always @ (*)
begin
	case (STATE_Register)
	STATE_RESET_0 :	
		begin
		   SC_STATEMACHINEBACKG_MAPSELECTION = 4'b1111;
			SC_STATEMACHINEBACKG_clear_OutLow = 1'b1;
			SC_STATEMACHINEBACKG_load_OutLow = 1'b1;
			SC_STATEMACHINEBACKG_WAIT_InHigh =1'b0;
		end
	STATE_START_0 :	
		begin
		   SC_STATEMACHINEBACKG_MAPSELECTION = 4'b1111;
			SC_STATEMACHINEBACKG_clear_OutLow = 1'b1;
			SC_STATEMACHINEBACKG_load_OutLow = 1'b1;
			SC_STATEMACHINEBACKG_WAIT_InHigh =1'b0;
		end
	STATE_CHECK_0 :
		begin
		   SC_STATEMACHINEBACKG_MAPSELECTION = 4'b1111;
			SC_STATEMACHINEBACKG_clear_OutLow = 1'b1;
			SC_STATEMACHINEBACKG_load_OutLow = 1'b1;
			SC_STATEMACHINEBACKG_WAIT_InHigh =1'b0;
		end
	STATE_CHECK_1 :
		begin
		   SC_STATEMACHINEBACKG_MAPSELECTION = 4'b1111;
			SC_STATEMACHINEBACKG_clear_OutLow = 1'b1;
			SC_STATEMACHINEBACKG_load_OutLow = 1'b1;
			SC_STATEMACHINEBACKG_WAIT_InHigh =1'b0;
		end
	STATE_INIT_0 :	
		begin
		   SC_STATEMACHINEBACKG_MAPSELECTION = 4'b1111;
			SC_STATEMACHINEBACKG_clear_OutLow = 1'b0;
			SC_STATEMACHINEBACKG_load_OutLow = 1'b1;
			SC_STATEMACHINEBACKG_WAIT_InHigh =1'b0;
		end
	STATE_SCREEMSELECT:
		begin
			SC_STATEMACHINEBACKG_clear_OutLow = 1'b1;
			SC_STATEMACHINEBACKG_load_OutLow = 1'b0;
			SC_STATEMACHINEBACKG_WAIT_InHigh =1'b1;
		   if(SC_STATEMACHINEBACKG_LEVEL== 2'b00)SC_STATEMACHINEBACKG_MAPSELECTION = 4'b0010;
			else if(SC_STATEMACHINEBACKG_LEVEL== 2'b01)SC_STATEMACHINEBACKG_MAPSELECTION = 4'b0011;
			else if(SC_STATEMACHINEBACKG_LEVEL== 2'b10)SC_STATEMACHINEBACKG_MAPSELECTION = 4'b0100;
			else if(SC_STATEMACHINEBACKG_LEVEL== 2'b11)SC_STATEMACHINEBACKG_MAPSELECTION = 4'b0001;
		end	
	STATE_MAPSELECT:
		begin
			SC_STATEMACHINEBACKG_clear_OutLow = 1'b1;
			SC_STATEMACHINEBACKG_load_OutLow = 1'b0;
			SC_STATEMACHINEBACKG_WAIT_InHigh =1'b1;
		   if(SC_STATEMACHINEBACKG_LEVEL== 2'b00)SC_STATEMACHINEBACKG_MAPSELECTION = 4'b0101;
			else if(SC_STATEMACHINEBACKG_LEVEL== 2'b01)SC_STATEMACHINEBACKG_MAPSELECTION = 4'b0110;
			else if(SC_STATEMACHINEBACKG_LEVEL== 2'b10)SC_STATEMACHINEBACKG_MAPSELECTION = 4'b0111;
			else if(SC_STATEMACHINEBACKG_LEVEL== 2'b11)SC_STATEMACHINEBACKG_MAPSELECTION = 4'b0001;
		end	
	STATE_LOSS:
		begin
			SC_STATEMACHINEBACKG_clear_OutLow = 1'b1;
			SC_STATEMACHINEBACKG_load_OutLow = 1'b0;
			SC_STATEMACHINEBACKG_WAIT_InHigh =1'b1;			
		   SC_STATEMACHINEBACKG_MAPSELECTION = 4'b0000;	 
		end	
	STATE_WIN:
		begin
			SC_STATEMACHINEBACKG_clear_OutLow = 1'b1;
			SC_STATEMACHINEBACKG_load_OutLow = 1'b0;
			SC_STATEMACHINEBACKG_WAIT_InHigh =1'b1;			
		   SC_STATEMACHINEBACKG_MAPSELECTION = 4'b0001;	 
		end
	STATE_PLAY:
		begin
			SC_STATEMACHINEBACKG_clear_OutLow = 1'b1;
			SC_STATEMACHINEBACKG_load_OutLow = 1'b1;
			SC_STATEMACHINEBACKG_WAIT_InHigh =1'b0;			
		   SC_STATEMACHINEBACKG_MAPSELECTION = 4'b1111;	 
		end		
	STATE_PASS:
		begin
			SC_STATEMACHINEBACKG_clear_OutLow = 1'b1;
			SC_STATEMACHINEBACKG_load_OutLow = 1'b1;
			SC_STATEMACHINEBACKG_WAIT_InHigh =1'b0;			
		   SC_STATEMACHINEBACKG_MAPSELECTION = 4'b1001;	 
		end		
	STATE_STAY:
		begin
			SC_STATEMACHINEBACKG_clear_OutLow = 1'b1;
			SC_STATEMACHINEBACKG_load_OutLow = 1'b1;
			SC_STATEMACHINEBACKG_WAIT_InHigh =1'b0;			
		   SC_STATEMACHINEBACKG_MAPSELECTION = 4'b1000;	 
		end		
	default :
		begin
		   SC_STATEMACHINEBACKG_MAPSELECTION = 4'b1111;
			SC_STATEMACHINEBACKG_clear_OutLow = 1'b1;
			SC_STATEMACHINEBACKG_load_OutLow = 1'b1;
			SC_STATEMACHINEBACKG_WAIT_InHigh =1'b0;
		end
	endcase
end
endmodule
File: /design/flow/run.sh
#!/bin/bash
# OpenROAD 26Q1-2900-gdf79404cd8, Yosys 0.63+post, stock flow scripts
make -C /OpenROAD-flow-scripts/flow DESIGN_CONFIG=/design/flow/config.mk WORK_HOME=/design/flow/orfs finish
File: /design/flow/config.mk
export PLATFORM = sky130hd
export DESIGN_NAME = SC_STATEMACHINEBACKG
export DESIGN_NICKNAME = SC_STATEMACHINEBACKG
export VERILOG_FILES = /design/flow/design.v
export SDC_FILE = /design/flow/constraint.sdc
export NUM_CORES = 4
export LEC_CHECK = 1
export CORE_AREA = 10 10 70 70
export DIE_AREA = 0 0 80 80
File: /design/flow/constraint.sdc
current_design SC_STATEMACHINEBACKG

set clk_period 2.7
set clk_io_pct 0.2

create_clock -name clk0 -period $clk_period [get_ports {SC_STATEMACHINEBACKG_CLOCK_50}]

set non_clock_inputs [all_inputs -no_clocks]
set_input_delay [expr $clk_period * $clk_io_pct] -clock clk0 $non_clock_inputs
set_output_delay [expr $clk_period * $clk_io_pct] -clock clk0 [all_outputs]
==> reports/qor.yml <==
grt:
  antenna_found_initial: 0
  grt_pass1_wl_um: 2220
  gr-total-overflow: 0
  grt_pass1_vias: 499
  grt_max_degree: 13
  grt.total_usage_pct: 4.17
logic_synthesis:
  yosys.area.top_type_share_pct: 41.8
  syn_area_per_cell_sq_um: 10.4
  ys_cells: 63
  simple_gate_share_pct: 20.2
  synthTopLogicFamily: "simple AND/OR/NAND/NOR gates"
  yosys.area.top_type: "dfrtp_1"
  ys_sh_adder_pct: 11.4
  yosys_area_sq_um: 658
  syn_inst: 63
  mux_share_pct: 0
  ys.flops: 16
  synth_xor_xnor_area_share_pct: 0
  top_cells_by_count: "dfrtp_1, nand2_1, inv_1"
  synthArstFlopShare_pct: 75.0
  area_leaders: "dfrtp_1, ha_1, dlxtn_1, nand2_1, dfstp_2"
  top_cell: "dfrtp_1"
  netlist_area_sq_um: 658
  synth_warnings: 1
  compound_area_share_pct: 8.37
  edf_count: 0
  ys_types: 22
  synth_top_flop_cell: "dfrtp_1"
sta:
  unclocked_pins: 4
  slew_viol_final: 0
  finClkSkew_ps: 0.965
  hold_viol_final: 0
  min_period_ps: 2020
  untimed_endpoints: 8
  finalClockPeriodUsage_pct: 74.7
  fin_setup_tns_ps: 0
  setup_viol: 0
  fmax_mhz: 496
  rsz0062_at_grt: "no"
clock_network:
  cts_tree: "built"
  cts_buffers: 3
  cts_resized: 0
  cts_buffer_depth: 2
  cts-root-buf: "clkbuf_4"
  cts.clk_slew.worst_paths_ps: 70
  htree_levels: 1
  cts_setup_buffers: 0
  clock_latency_ps: 260
  ctsHoldBuffers: 0
finish:
  nFillCells: 361
  utilization_pct: 28.2
  drive_gt1_share_pct: 10.2
  syn_to_final_growth_pct: 46.2
route:
  wl_met3_um: 119
  met2_length_um: 572
  ant_nets: 0
  num_antenna_cells: 0
  route.detailed.drc: 0
  drt_pass1_iterations: 3
  dr_total_vias: 485
  routedWlPerCell_um: 9.32
  wl_met1_um: 557
  dr.first_iter.drc_count: 26
  viasPerCell: 3.62
  highest_layer: "met3"
  wl_um: 1250
placed_design:
  globalplace.congestion: 0.769
  hpwlAfterDp_um: 1100
  portBuffers: 21
floorplan:
  die_area_sq_mm: 0.00640
  core_sq_mm: 0.00342
  dieHeight_um: 80
  row_count: 21
  fp.dieW_um: 80
  ioPinCount: 22
  fp-utilization_pct: 19.3
worst_setup_path:
  startpoint_type: "flop"
  crit_family: "buffers and inverters"
  crit_chain: "nor2_1, nand2_1, inv_2, clkdlybuf4s50_1"
  critPathMaxFanout: 5
  end_kind: "primary output"
  path_buffers: 2
  critPathKind: "reg -> out"
  timing.rr.start: "STATE_Register[7]"
  crit_start: "STATE_Register[11]"
  crit_slowest_cell: "clkdlybuf4s50_1"
  crit_arrival_ps: 1480
  cpPeakStageDelay_ps: 450
  worstPathRequired_ps: 2160
status:
  outcome: "finished, final reports clean"
run:
  cap_viol_max_count: 0
  warning_count: 30
min_path:
  hp-class: "reg -> reg"
  worstHoldStart: "STATE_Register[1]"
power_and_ir_drop:
  vdd_drop_max_v: 0.000306
  power_leakage_nw: 0.453
  p_per_area_mw_per_mm2: 430
-- cell type report --
type | count | area (sq um) | area share (%)
clock buffer | 4 | 36.3 | 3.77
tap | 46 | 57.6 | 5.98
inverter | 8 | 30.0 | 3.12
timing repair buffer | 21 | 210 | 21.8
sequential | 16 | 362 | 37.6
multi-input combinational | 39 | 267 | 27.7
-- cell usage in the layout (no fill, tap or decap), drive strengths merged, types with 2 or more instances in the layout --
master          n
nand2          10
nor4            3
inv             8
ha              6
dfrtp          11
nor2            5
dlxtn           4
a21o            2
clkdlybuf4s50  21
clkbuf          4
nor2b           2
a21oi           2
-- worst paths after layout --
path	slack, ps	cells after the start	endpoint
max	680	4	SC_STATEMACHINEBACKG_load_OutLow
min	450	2	STATE_Register[3]
max reg2reg	1920	2	STATE_Register[3]
min reg2reg	450	2	STATE_Register[3]
max in group asynchronous	1800	2	STATE_Register[0]
min in group asynchronous	570	2	STATE_Register[9]
-- metrics by stage --
step,instances,hold WS [ps],instance area [sq um],power (W),setup WS [ps]
3_3_place_gp,130,443,926,0.000281,931
3_5_place_dp,130,427,926,0.000281,905
4_1_cts,134,453,962,0.000421,658
2_1_floorplan,63,404,658,0.000238,1400
6_report,134,445,962,0.000414,683
5_1_grt,134,482,962,0.000447,549
-- registers in the layout, indices dropped and copies added (netlist names) --
register,flops
STATE_Register,12
SC_STATEMACHINEBACKG_MAPSELECTION,4
-- where the power goes --
part	switching [W]	internal [W]	total (W)
logic	0.0000299	0.0000429	0.0000728
registers	0.00000747	0.000196	0.000204
clock network	0.0000556	0.0000819	0.000138
total	0.0000930	0.000321	0.000414
-- per-layer routing --
metal / track usage (%) / vias up
met3: 1.70 / 0
met1: 5.37 / 220
met2: 6.74 / 12
met4: 0.176 / 0
met5: 0 / -
li1: - / 253
-- worst min-delay path, stage by stage, from the launching register on --
cell and delay [ps]:
dfrtp_1 330, nor2_1 40, nand2_1 50
-- cell families (layout without fill, tap and decap cells) --
family | Yosys count | after routing
and+or+nand+nor | 25 | 25
buffers and inverters | 8 | 33
DFF | 12 | 12
AOI/OAI and AO/OA | 7 | 7
other | 1 | 1
adders and majority gates | 6 | 6
latches | 4 | 4
No activity file was given, so power comes from the tool's default toggle rates.
