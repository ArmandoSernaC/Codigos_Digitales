File: flow/run.sh
#!/bin/bash
# OpenROAD 26Q1-2900-gdf79404cd8, Yosys 0.63+post, stock flow scripts
make -C /OpenROAD-flow-scripts/flow DESIGN_CONFIG=/design/flow/config.mk WORK_HOME=/design/flow/orfs finish
File: flow/config.mk
export PLATFORM = sky130hd
export DESIGN_NAME = CC_BIN2BCD1
export DESIGN_NICKNAME = CC_BIN2BCD1
export VERILOG_FILES = /design/flow/design.v
export SDC_FILE = /design/flow/constraint.sdc
export NUM_CORES = 4
export LEC_CHECK = 1
export CORE_AREA = 10 10 70 70
export DIE_AREA = 0 0 80 80
File: flow/constraint.sdc
current_design CC_BIN2BCD1

set clk_period 5.6
set clk_io_pct 0.2

create_clock -name clk0 -period $clk_period

set non_clock_inputs [all_inputs -no_clocks]
set_input_delay [expr $clk_period * $clk_io_pct] -clock clk0 $non_clock_inputs
set_output_delay [expr $clk_period * $clk_io_pct] -clock clk0 [all_outputs]
File: flow/design.v
module CC_BIN2BCD1 (
	CC_BIN2BCD_bcd_OutBUS,
	CC_BIN2BCD_bin_InBUS
);
input [7:0] CC_BIN2BCD_bin_InBUS;
output [11:0] CC_BIN2BCD_bcd_OutBUS;
reg [11 : 0] CC_BIN2BCD_bcd_OutBUS; 
reg [3:0] i;   
     always @(CC_BIN2BCD_bin_InBUS)
        begin
            CC_BIN2BCD_bcd_OutBUS = 0;  
            for (i = 0; i < 8; i = i+1)  
            begin
                CC_BIN2BCD_bcd_OutBUS = {CC_BIN2BCD_bcd_OutBUS[10:0],CC_BIN2BCD_bin_InBUS[7-i]};  
                if(i < 7 && CC_BIN2BCD_bcd_OutBUS[3:0] > 4) 
                    CC_BIN2BCD_bcd_OutBUS[3:0] = CC_BIN2BCD_bcd_OutBUS[3:0] + 3;
                if(i < 7 && CC_BIN2BCD_bcd_OutBUS[7:4] > 4)
                    CC_BIN2BCD_bcd_OutBUS[7:4] = CC_BIN2BCD_bcd_OutBUS[7:4] + 3;
                if(i < 7 && CC_BIN2BCD_bcd_OutBUS[11:8] > 4)
                    CC_BIN2BCD_bcd_OutBUS[11:8] = CC_BIN2BCD_bcd_OutBUS[11:8] + 3;  
            end
        end     
endmodule
==> run_results.csv <==
group,metric,value,unit
finish,layout_top_cell,"buf_4",
power_and_ir_drop,total_power,0.278,mW
finish,stdcell_count,285,
route,ant_nets,0,
logic_synthesis,synth.avg_cell_area,6.98,µm²
power_and_ir_drop,p_per_area,137,nW/µm²
min_path,hp-class,"in2out",
route,first_pass_iters,4,
floorplanning,die_y,80,µm
route,viasPerCell,5.17,
finish,regArea,0,µm²
finish,drive_gt1_share,54.0,%
logic_synthesis,syn_inst,153,
final_timing,min_period,5.42,ns
worst_setup_path,arrival,4.30,ns
floorplanning,dieArea,6400,µm²
worst_setup_path,worst_path_max_delay_cell,"or4_4",
job,warnings,38,
route,drtIter0Drc,128,
placed_design,dpl.cell_count,257,
power_and_ir_drop,p_leak,0.955,nW
logic_synthesis,yosysSeqAreaShare,0,%
logic_synthesis,yosys_cells,153,
logic_synthesis,topCellsByArea,"ha_1 12%, a21oi_1 5.6%, o21ai_0 5.2%",
worst_setup_path,crit_fanout,5,
finish,clkbuf_count,0,
floorplanning,initCoreUtil,31.3,%
grt,grt_pass1_vias,1438,
placed_design,detailed_place_hpwl,2.65,mm
floorplanning,ios,20,
placed_design,portBuffers,16,
worst_setup_path,cp_cell_sequence,"clkbuf_2, inv_2, ha_4, inv_2, ha_4, buf_8, xnor2_4, buf_4, nand2_1, a21oi_1, or4_4, and2_4, o21bai_2, xnor2_2, ha_2, buf_4, o22ai_1, o22a_1, mux2i_1, dlygate4sd2_1",
worst_setup_path,end_kind,"output pin",
power_and_ir_drop,vdd_ir_drop_max,0.0000620,V
final_timing,finalHoldViolations,0,
worst_setup_path,start_kind,"primary input",
power_and_ir_drop,switchingPower,0.117,mW
placed_design,gp_congestion,0.895,
floorplanning,core_area,3420,µm²
finish,final_area,2020,µm²
final_timing,grt_setup_unrepaired,"false",
worst_setup_path,critPathKind,"in2out",
worst_setup_path,critical-path-max-stage-delay,0.48,ns
route,drc,0,
outcome,outcome,"finished, final reports clean",
finish,final_cell_mix,"79 x buf_4, 10 x inv_1, 8 x nand2_1",
logic_synthesis,synth_area,1070,µm²
final_timing,drv_slew,0,
route,route.antenna.diode_count,0,
final_timing,period_used_share,96.7,%
grt,grt_max_degree,10,
floorplanning,rows,21,
grt,overflow,0,
finish,fin_util,59.2,%
clocking,postCtsHoldBufs,0,
floorplanning,die_w,80,µm
final_timing,hold_ws,2.24,ns
route,drt-total-wl,3.83,mm
grt,grt_first_pass_wirelength,6.44,mm
logic_synthesis,yosysWarnings,1,
logic_synthesis,ys_types,59,
grt,grtUsageTotal,11.7,%
worst_setup_path,crit_required,4.48,ns
power_and_ir_drop,pwr-share-comb,100.0,%
power_and_ir_drop,p_int,0.160,mW
finish,area_growth,89.2,%
power_and_ir_drop,p_sw_share,42.3,%
logic_synthesis,top_cell_area_share,11.7,%
grt,antenna_found_initial,0,
route,wl_per_cell,13.4,µm
route,vias,1474,
power_and_ir_drop,seqPwrFrac,0,%
logic_synthesis,yosysTopAreaCell,"ha_1",
finish,flops,0,
final_timing,fmax,185,MHz
job,drv_cap,0,
power_and_ir_drop,pwr-share-clk,0,%
placed_design,placed_cell_area,1620,µm²
final_timing,setup_viol,0,
logic_synthesis,yosys_area,1070,µm²
-- layout make-up --
type               count  area [µm²]
fillers              281        1390
inverters             13        48.8
multi-input cells    128        1140
well taps             46        57.6
repair buffers        98         777
-- routing by layer --
metal  track usage (%)  share of wire [%]  vias to the layer above
met5                 0                  0                        -
met4              1.41               0.31                        0
met3             0.682                2.2                        2
met2              18.7                 45                       27
met1              17.1                 53                      703
li1                  -                  -                      742
-- critical path, delay by kind of cell --
family | cells | cell delay (ns)
mux | 1 | 0.18
buf+inv | 7 | 0.88
simple gates | 3 | 0.68
compound gates | 4 | 0.62
fa+ha+maj | 3 | 0.51
xor+xnor | 2 | 0.29
-- worst paths after layout --
kind | from | to | cells past startpoint
setup / recovery | CC_BIN2BCD_bin_InBUS[5] | CC_BIN2BCD_bcd_OutBUS[2] | 20
hold / removal | CC_BIN2BCD_bin_InBUS[0] | CC_BIN2BCD_bcd_OutBUS[0] | 0
-- synth_stat cells, types with 2 or more instances --
| cell type | count |
|---|---|
| inv_1 | 13 |
| a21oi_1 | 12 |
| o21ai_0 | 11 |
| ha_1 | 10 |
| nand2_1 | 9 |
| nor2_1 | 7 |
| nand3_1 | 6 |
| nor3_1 | 5 |
| buf_2 | 4 |
| clkbuf_1 | 4 |
| mux2i_1 | 4 |
| xnor2_1 | 4 |
| a211oi_1 | 3 |
| a31oi_1 | 3 |
| buf_4 | 3 |
| xor2_1 | 3 |
| a211o_1 | 2 |
| a311oi_1 | 2 |
| and3_1 | 2 |
| buf_6 | 2 |
| nand2b_1 | 2 |
| nor4_1 | 2 |
| o21bai_1 | 2 |
| o221ai_1 | 2 |
| o22ai_1 | 2 |
-- power groups by stage --
stage / logic (mW) / clock network [mW] / registers (mW)
final: 0.278 / 0 / 0
after global routing: 0.302 / 0 / 0
after CTS: 0.262 / 0 / 0
-- stage by stage --
step	setup WS [ns]	setup TNS, ns
final	0.184	0
after floorplan	0.161	0
after global placement	-0.623	-3.95
after global routing	0.0153	0
after detailed placement	-0.677	-4.21
after CTS	0.00742	0
-- repair_timing --
action	4_1_cts	5_1_grt
resized	45	20
pin swaps	15	9
setup buffers	25	3
endpoints found under the setup margin	8	8
-- cell families after synthesis --
kind of cell	share of synthesized area (%)
xor+xnor	8.78
fa+ha+maj	11.7
buf+inv	12.1
simple gates	25.2
mux	6.44
compound gates	35.5
other cells	0.351
Power is estimated from default activity; no workload was simulated.
